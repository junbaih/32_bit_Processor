--- flow/design.v ---
`timescale 1ns / 1ps
module basys3_wrapper(
    input clk,
    input btnR,
    output [6:0] seg,
    output dp,
    output [3:0] an
    );
    wire [31:0] reg_write_data;
    reg [43:0] clk_divide;
    wire seg_disp_clk;
    wire processor_clk;
    assign dp = 1'b1;
    assign seg_disp_clk = clk_divide[17];
    assign processor_clk = clk_divide[28];
    processor 
        processor_31L(
        .clk(processor_clk),
        .rst(btnR),
        .reg_write_data(reg_write_data)
        );
    always_ff @(posedge clk) begin
        clk_divide = clk_divide + 'd1;
    end
    seg_display
        seg_display0 (
        .clk (seg_disp_clk),
        .rst (btnR),
        .data_in (reg_write_data[15:0]),
        .seg (seg),
        .an (an)
        );
endmodule
`timescale 1ns / 1ps
module processor(
    input logic clk,
    input logic rst,
    output logic [31:0]    reg_write_data
    );
 wire [5:0] addr;
 wire [31:0] inst;
 wire [5:0] rs;
 wire [5:0] rd;
 wire [5:0] rt;
 wire [14:0] imm;
 wire [3:0] ALUopsel;
 wire Muxsel1;
 wire Muxsel2;
 wire WE1;
 wire WE2;
wire [31:0] RD1;
wire [31:0] RD2;
wire [31:0] operandB;
wire [31:0] ext_imm;
wire [31:0] ALUresult;
wire [31:0] readdata;
    counter l1(.rst(rst),.clk(clk),.Addr(addr));
    instruction l2(.Addr(addr),.inst(inst));
    controller l3( inst,rs,rd,rt,imm,ALUopsel,Muxsel1,Muxsel2,WE1,WE2);
    reg_file l4(rs,rt,rd,reg_write_data,WE1,clk,rst,RD1,RD2);
    signextend l5(imm,ext_imm);
    mux l6(ext_imm,RD2,Muxsel1,operandB);
    alu_32bA l7(RD1,operandB,ALUopsel,ALUresult);
    datamemory l8(ALUresult,RD2,WE2,clk,readdata);
    mux l9(readdata,ALUresult,Muxsel2,reg_write_data);
endmodule
`timescale 1ns / 1ps
module seg_display(
    input logic clk,
    input logic rst,
    input logic [15:0] data_in,
    output logic [6:0] seg,
    output logic [3:0] an
    );
    logic [1:0] seg_choose;
    logic [3:0] digit0 = data_in[3:0];
    logic [3:0] digit1 = data_in[7:4];
    logic [3:0] digit2 = data_in[11:8];
    logic [3:0] digit3 = data_in[15:12];
    logic [3:0] curr_digit;
    always_ff @(posedge clk, posedge rst) begin
        if (rst) begin
            seg_choose = 'd0;
        end
        else begin
            seg_choose = seg_choose + 'd1;
        end
    end
    always_comb begin
        an = 4'b1111;
        case (seg_choose)
        2'b00 : an = 4'b1110;
        2'b01 : an = 4'b1101;
        2'b10 : an = 4'b1011;
        default : an = 4'b0111;
        endcase
    end
    always_comb begin
        curr_digit = digit0;
        case (seg_choose)
        2'b00 : curr_digit = digit0;
        2'b01 : curr_digit = digit1;
        2'b10 : curr_digit = digit2;
        default : curr_digit = digit3;
        endcase
    end
    always_comb begin
        seg = 7'b1111111;
        case(curr_digit)
        4'h0 : seg = 7'b1000000;
        4'h1 : seg = 7'b1111001;
        4'h2 : seg = 7'b0100100;
        4'h3 : seg = 7'b0110000;
        4'h4 : seg = 7'b0011001;
        4'h5 : seg = 7'b0010010;
        4'h6 : seg = 7'b0000010;
        4'h7 : seg = 7'b1111000;
        4'h8 : seg = 7'b0000000;
        4'h9 : seg = 7'b0011000;
        4'ha : seg = 7'b0001000;
        4'hb : seg = 7'b0000011;
        4'hc : seg = 7'b1000110;
        4'hd : seg = 7'b0100001;
        4'he : seg = 7'b0000110;
        default : seg = 7'b0001110;
        endcase
    end
endmodule
`timescale 1ns / 1ps
module alu_32bA ( op1, op2, ALUopsel , result   );
parameter DWIDTH = 32;
input logic [DWIDTH -1:0] op1 ; 
input logic [DWIDTH -1:0] op2 ; 
input logic [ 3:0] ALUopsel ; 
output logic [DWIDTH -1:0] result ; 
 always_comb
 case(ALUopsel)
 4'b0000:result = op1+op2;
 4'b0011:result = op1-op2;
 4'b1000:result = op1&op2;
 4'b1001:result = op1|op2;
 4'b1011:result = ~op1;
 4'b1010:result = op1^op2;
 4'b1101:result = op1<<1;
 4'b0010:result = op1;
 4'b0100:result = op1;
 4'b0110:result = op1;
 default:result = 0;
 endcase
endmodule
`timescale 1ns / 1ps
module controller(
    input logic [31:0] inst,
    output logic [5:0] rs,
    output logic [5:0] rd,
    output logic [5:0] rt,
    output logic [14:0] imm,
    output logic [3:0] ALUopsel,
    output logic Muxsel1,
    output logic Muxsel2,
    output logic WE1,
    output logic WE2
    );
assign Muxsel1 = inst[31];   
assign rs = inst[30:25];
assign rd = inst[24:19];
assign ALUopsel = inst[18:15];
assign rt = inst[14:9];
assign imm = (inst[31]==1)?inst[14:0]:{15{1'b0}};
assign Muxsel2 = (inst[18:15]==4'b0100)?1'b1:1'b0 ;  
assign WE1 = (inst[18:15]==4'b0110||inst[18:15]==4'b1111)?1'b0:1'b1;  
assign WE2 = (inst[18:15]==4'b0110)?1'b1:1'b0; 
endmodule
`timescale 1ns / 1ps
module counter(
    input logic rst,
    input  logic clk,
    output logic [5:0] Addr
    );
    logic [5:0]temp;
    always_ff@( posedge clk ) begin
        if(rst == 1'b1) begin
            temp <= 0;
        end else begin
            if (temp == 6'b111111) begin
                temp <= 0;
            end else begin
                temp <= temp + 1'b1;
            end
        end
    end
    assign Addr = temp;  
endmodule
`timescale 1ns / 1ps
module datamemory(
    input logic [31:0] address,
    input logic [31:0] writedata,
    input logic WE2,
    input logic clk,
    output logic [31:0] readdata
    );
    logic [31:0]datam[127:0];
   logic [6:0] temp ;
   assign temp = address[6:0];
        always_latch  begin
                 if (WE2) begin
                           datam[temp]<=writedata;
                           readdata<=address;
                       end
                       else begin
                           readdata<=datam[temp];
                       end
            end
endmodule
`timescale 1ns / 1ps
module instruction(
    input [5:0] Addr,
    output logic [31:0] inst
    );
    logic [31:0] inst_mem [63:0];
    assign inst_mem[0] = 32'b00000000000001111000000000000000;  
    assign inst_mem[1] = 32'b10000000000010000000000000000001;  
    assign inst_mem[2] = 32'b10000010000100000000000000000001;  
    assign inst_mem[3] = 32'b00000010000111010000010000000000;  
    assign inst_mem[4] = 32'b00000110001001101000000000000000;  
    assign inst_mem[5] = 32'b00001000001111001000011000000000;  
    assign inst_mem[6] = 32'b00001110001010011000010000000000;  
    assign inst_mem[7] = 32'b10000000001100000000000000000110;  
    assign inst_mem[8] = 32'b00001100000000110000101000000000;  
    assign inst_mem[9] = 32'b00001100001100100000000000000000;  
    genvar i;
    generate
        for(i=10;i<=63;i++) begin: g
            assign inst_mem[i] = 32'b00000000000001111000000000000000;
        end
    endgenerate    
    assign inst = inst_mem[Addr];
endmodule
`timescale 1ns / 1ps
module mux(
    input logic [31:0] a,
    input logic [31:0] b,
    input logic sel,
    output logic [31:0] cout
    );
    assign cout = (sel) ? a : b;
endmodule
`timescale 1ns / 1ps
 module reg_file(
    input logic [5:0] RA1,
    input logic [5:0] RA2,
    input logic [5:0] WA,
    input logic [31:0] WD,
    input logic WE1,
    input logic clk,
    input logic rst,
    output logic [31:0] RD1,
    output logic [31:0] RD2
    );
    logic [31:0] Regmem [63:0];
    assign RD1 = Regmem[RA1];
    assign RD2 = Regmem[RA2];
    always_ff @(posedge clk) begin
        if (rst) begin
         for(int i = 0;i<64;i++) begin
               Regmem[i] <= 0;
            end
        end     
        if (WE1)begin
            Regmem[WA] <= WD;
        end
    end
endmodule
`timescale 1ns / 1ps
module signextend(
    input [14:0] imm,
    output [31:0] ext_imm
    );
    assign ext_imm = (imm[14]==0)?{17'b00000000000000000,imm}:{17'b11111111111111111,imm};
endmodule
--- flow/run.sh ---
#!/bin/bash
# OpenROAD 26Q1-2900-gdf79404cd8, Yosys 0.63+post, stock flow scripts
make -C /OpenROAD-flow-scripts/flow DESIGN_CONFIG=/design/flow/config.mk WORK_HOME=/design/flow/orfs finish
--- flow/config.mk ---
export PLATFORM = sky130hd
export DESIGN_NAME = basys3_wrapper
export DESIGN_NICKNAME = basys3_wrapper
export VERILOG_FILES = /design/flow/design.v
export SDC_FILE = /design/flow/constraint.sdc
export NUM_CORES = 4
export LEC_CHECK = 1
export CORE_AREA = 10 10 82 82
export DIE_AREA = 0 0 92 92
export SYNTH_HDL_FRONTEND = slang
--- flow/constraint.sdc ---
current_design basys3_wrapper

set clk_period 2.9
set clk_io_pct 0.2

create_clock -name clk0 -period $clk_period [get_ports {clk}]

set non_clock_inputs [all_inputs -no_clocks]
set_input_delay [expr $clk_period * $clk_io_pct] -clock clk0 $non_clock_inputs
set_output_delay [expr $clk_period * $clk_io_pct] -clock clk0 [all_outputs]
==> impl_metrics.ini <==
; synthesis and place-and-route metrics
[clock_tree]
clk_pin_slew_worst_paths_ns = 0.07
cts_buffers = 3
cts_resized = 0
clock_latency_ns = 0.25
hold_buffers = 0
cts_setup_buffers = 0
cts_tree = built
clk_path_buf_depth = 2
h-tree-depth = 1
cts-root-buf = clkbuf_8

[grt]
grt.met1_usage_pct = 3.59
global_route.usage.met3_pct = 1.65
grt_pass1_wl_um = 2180
gr-total-overflow = 0
antenna_found_initial = 0
first_global_vias = 513
grtUsageMet2_pct = 4.53
top_usage_layer = met2
grt_usage_pct = 2.91
grt_max_degree = 11

[critical_path]
end_kind = flop
critPathMaxStageDelay_ns = 0.37
cp.required_ns = 3.09
worstPathMaxFanout = 4
worst-path-buf-inv = 0
crit_chain = ha_1 > and4_1 > nand3_1 > nor3_1 > xor2_1
critical_path_class = flop to flop
worst_setup_path_start_kind = flop
arrival_ns = 1.62
crit_slowest_cell = dfxtp_1
crit_family = simple AND/OR/NAND/NOR gates

[layout]
final_area_um2 = 1030
layout-drive-gt1-share_pct = 7.45
syn2layout_area_growth_pct = 17.7
logic_area_um2 = 393
seqCellArea_um2 = 410
n_fill_cell = 586

[sta]
untimed_endpoints = 6
hold_viol = 0
rsz0062_at_grt = no
max_freq_mhz = 696
unclocked_pins = 2
timing.final.ws_setup_ns = 1.46
final.setup.tns_ns = 0
skew_ns = 0.00463
final.min_clock_period_ns = 1.44
maxSlewViolCount = 0
finalCritPeriodShare_pct = 49.6
finalSetupViolCount = 0

[die]
die_x_um = 92
fp.dieH_um = 92
io_pins = 14
fp_util_pct = 17.2
core_um2 = 5070
row_count = 26
dieArea_um2 = 8460

[yosys]
yosys_area_um2 = 875
ys_cells = 87
numSynthFlops = 20
ys_warn_count = 16
postSynthSeqShare_pct = 46.9
syn_avg_cell_area_um2 = 10.1
synth_cell_type_count = 18
netlist_instances = 87
syn_area_um2 = 875

[job]
openroad.warnings = 28
drv_cap = 0

[pwr]
ir_drop_uv = 413
powerDensity_nw_per_um2 = 436
p_leak_nw = 0.397

[drt]
drc = 0
diodes = 0
viasPerCell = 3.12
final_antenna_net_count = 0
first_pass_iters = 2
drt_wl_total_um = 1140
drtIter0Drc = 25
vias = 511
avgRoutedWirePerCell_um = 6.96

[placed_design]
place_hpwl_um = 913
place_area_um2 = 975
io_buffers = 5
dp_slack_ns = 1.46
routabilityCongestion = 0.707

[worst_hold_path]
holdCritPathClass = flop to flop

[status]
status = finished, final reports clean
## per-stage QoR
stage                     total power, mW  cells  utilization, %  hold slack (ns)
after floorplan                     0.261     93               -            0.380
after global placement              0.256    160            19.2            0.389
after detailed placement            0.256    160            19.2            0.396
final                               0.449    164            20.3            0.411
after global routing                0.470    164            20.3            0.451
after CTS                           0.459    164            20.3            0.416
## metal layers
| layer | share of wire (%) | routed length [µm] | vias up |
|---|---|---|---|
| met1 | 50 | 574 | 222 |
| met5 | 0 | 0 | - |
| met3 | 9.2 | 105 | 2 |
| met4 | 0.53 | 6 | 0 |
| li1 | - | - | 274 |
| met2 | 40 | 455 | 13 |
## layout make-up
type,count,area share (%)
clock buffers,4,5.35
inverters,9,3.28
multi-input cells,56,38.2
flip-flops and latches,20,39.9
well taps,70,8.51
repair buffers,5,4.86
## cells in the mapped netlist, drive strengths merged
library cell | number | area (µm²)
dfxtp | 18 | 360
nand3 | 8 | 52.6
and3 | 2 | 12.5
buf | 8 | 60.1
nor2 | 4 | 15.0
xnor2 | 10 | 87.6
xor2 | 6 | 52.6
nand2 | 5 | 18.8
inv | 9 | 33.8
and4 | 2 | 20.0
nor3 | 2 | 10.0
conb | 2 | 7.51
ha | 5 | 62.6
dfrtp | 2 | 50.1
nand4 | 3 | 18.8
nor4 | 1 | 12.5
## cell usage in the layout (no fill, tap or decap), types with 2 or more instances in the layout
| cell | netlist | routed |
|---|---|---|
| dfxtp_1 | 18 | 18 |
| xnor2_1 | 10 | 10 |
| inv_1 | 9 | 9 |
| conb_1 | 2 | 8 |
| nand3_1 | 7 | 7 |
| xor2_1 | 6 | 6 |
| nand2_1 | 5 | 5 |
| ha_1 | 5 | 5 |
| clkdlybuf4s50_1 | 0 | 5 |
| nor2_1 | 4 | 4 |
| clkbuf_8 | 0 | 4 |
| nand4_1 | 3 | 3 |
| and3_1 | 2 | 2 |
| nor3_1 | 2 | 2 |
| dfrtp_1 | 2 | 2 |
## power breakdown
part,switching [mW],internal [mW],leakage [nW]
sequential,0,0.247,0.173
combinational,0.00127,0.00127,0.196
clock,0.0793,0.120,0.0288
## path summary, 6_finish.rpt
| check | start | to | slack [ns] | cells after the start |
|---|---|---|---|---|
| hold reg to reg | clk_divide[0] | clk_divide[0] | 0.41 | 1 |
| setup reg to reg | clk_divide[0] | clk_divide[16] | 1.46 | 5 |
| hold / removal | clk_divide[0] | clk_divide[0] | 0.41 | 1 |
| setup / recovery | clk_divide[0] | clk_divide[16] | 1.46 | 5 |
## worst register-to-register path, stage by stage (launching register included)
cell and delay, ns:
dfxtp_1 0.37, ha_1 0.21, and4_1 0.25, nand3_1 0.15, nor3_1 0.24, xor2_1 0.15
## cell families after synthesis
logic type	share of synthesized area, %
and+or+nand+nor	18.3
DFF	46.9
other	0.859
adders and majority gates	7.15
buffers and inverters	10.7
xor gates and xnor gates	16.0
## flip-flops by register name, summed over array words and instances, names as in the netlist
| register | cells |
|---|---|
| clk_divide | 18 |
| seg_display0.seg_choose | 2 |
Power is estimated from default activity; no workload was simulated.
